$ cat /design/flow/design.v
module write_mem_controller
#(
 parameter ADD_SIZE = 12,
 parameter DATA_SIZE = 108
)
(
 input clk,
 input rst,
 input write_en,
 input  in_valid, 
 input [ADD_SIZE-1:0] address_in,
 output reg out_ready,
 input [DATA_SIZE-1:0] dataIn,
 output reg write_en_out,
 output reg [ADD_SIZE-1:0] address_out,
 output reg [DATA_SIZE-1:0] dataOut
);
typedef enum{IDLE, WRITE, WAIT, WRITE_RESULT} state_types;
state_types state;
always@(posedge clk)
begin
 if(rst)
   state<= IDLE;
 else
  begin                          
    case(state)
       IDLE:
          if(in_valid)
            state<= WRITE;
       WRITE:
            if(write_en)
                state<= WAIT;
       WAIT:
 	       state <= WRITE_RESULT;
       WRITE_RESULT:
	    state <= IDLE;
    endcase
  end
end
always@(state)
begin
   case(state)
       IDLE:
           begin
                write_en_out <= 1'bz;
                address_out <= 1'bz;
                dataOut <= 108'hzzz;
                out_ready <= 1'b0;
	        end
         WRITE:
              begin
                 write_en_out <= 1'b1;
                 address_out <= address_in;
                 dataOut <= 108'hzzz;
                 out_ready <= 1'b0;
              end
        WAIT:
                begin
                     write_en_out <= 1'bz;
                     address_out <= 1'bz;
                     dataOut <= 108'hzzz;
                     out_ready <= 1'b0;
                end
        WRITE_RESULT:
                begin
                     write_en_out <= 1'b1;
                     address_out <= 1'bz;
                     dataOut <= dataIn;
                     out_ready <= 1'b1;
                end
    endcase
end
endmodule
$ cat /design/flow/run.sh
#!/bin/bash
# OpenROAD 26Q1-2900-gdf79404cd8, Yosys 0.63+post, stock flow scripts
make -C /OpenROAD-flow-scripts/flow DESIGN_CONFIG=/design/flow/config.mk WORK_HOME=/design/flow/orfs finish
$ cat /design/flow/config.mk
export PLATFORM = sky130hd
export DESIGN_NAME = write_mem_controller
export DESIGN_NICKNAME = write_mem_controller
export VERILOG_FILES = /design/flow/design.v
export SDC_FILE = /design/flow/constraint.sdc
export NUM_CORES = 4
export LEC_CHECK = 1
export CORE_AREA = 10 10 153 153
export DIE_AREA = 0 0 163 163
$ cat /design/flow/constraint.sdc
current_design write_mem_controller

set clk_period 1.1
set clk_io_pct 0.2

create_clock -name clk0 -period $clk_period [get_ports {clk}]

set non_clock_inputs [all_inputs -no_clocks]
set_input_delay [expr $clk_period * $clk_io_pct] -clock clk0 $non_clock_inputs
set_output_delay [expr $clk_period * $clk_io_pct] -clock clk0 [all_outputs]
==> load_flow_metrics.sql <==
-- generated from flow reports
INSERT INTO impl_metrics (metric_group, metric, value, unit) VALUES
('yosys', 'synth-seq-cells', '125', ''),
('critical_path', 'cp_max_fo', '4', ''),
('job', 'drv_cap', '0', ''),
('yosys', 'synth.top_cell.area_share', '89.2', '%'),
('route', 'met3WireLength', '1290', 'µm'),
('floorplan', 'placeableCoreArea', '20200', 'µm²'),
('timing', 'slew_headroom', '63.6', '%'),
('critical_path', 'cp-endpoint', 'state[1]$_DFF_P_', ''),
('final_layout', 'layout-area-overhead-vs-synth', '141', '%'),
('critical_path', 'critPathKind', 'input pin to register', ''),
('final_layout', 'drive_gt1_share', '1.76', '%'),
('route', 'drc', '0', ''),
('critical_path', 'family_of_cells_with_the_greatest_summed_delay_on_the_critical_path', 'buffers and inverters', ''),
('global_routing', 'grt-ovfl-total', '0', ''),
('yosys', 'yosys_warnings', '9', ''),
('critical_path', 'worst_reg2reg_endpoint', 'state[2]$_DFF_P_', ''),
('route', 'number_of_nets_with_antenna_violations_after_routing', '0', ''),
('floorplan', 'die_w', '163', 'µm'),
('critical_path', 'worst_r2r_startpoint', 'state[2]$_DFF_P_', ''),
('min_path', 'min-delay-path-class', 'register to register', ''),
('timing', 'clock_skew', '0.00194', 'ns'),
('timing', 'unclocked_pins', '121', ''),
('timing', 'worst-slew-pin-transition', '0.546', 'ns'),
('cts', 'tritoncts', 'yes', ''),
('yosys', 'main_flop_type', 'dlxtn_1', ''),
('cts', 'post_cts_resize_count', '0', ''),
('cts', 'clk_latency', '0.22', 'ns'),
('job', 'stage_log_warnings', '25', ''),
('critical_path', 'r2r_slack', '0.39', 'ns'),
('yosys', 'yosys-stat-area', '2040', 'µm²'),
('place', 'dp_worst_setup_slack', '0.0589', 'ns'),
('yosys', 'yosys_top_cell_by_area', 'dlxtn_1', ''),
('timing', 'max_freq', '1.22', 'GHz'),
('yosys', 'count_leader_synth', 'dlxtn_1', ''),
('global_routing', 'largest_net_degree_at_the_start_of_global_routing', '64', ''),
('outcome', 'run_status', 'completed', ''),
('critical_path', 'cpPeakStageDelay', '0.52', 'ns'),
('route', 'first_pass_iters', '3', ''),
('timing', 'rsz0062_at_grt', 'no', ''),
('yosys', 'syn-mean-instance-area', '13.7', 'µm²'),
('global_routing', 'first_global_vias', '2036', ''),
('cts', 'cts_hold_repair.buffers', '0', ''),
('timing', 'untimed_endpoints', '242', ''),
('critical_path', 'crit_path_cell_trace', 'clkdlybuf4s50_1, and3b_1', ''),
('place', 'port_buffers', '244', ''),
('global_routing', 'track_usage', '6.41', '%'),
('critical_path', 'start_kind', 'input pin', ''),
('yosys', 'async_reset_ff_share', '0', '%'),
('cts', 'clkTransAtPathRegs', '0.03', 'ns'),
('route', 'detailroute.via_count', '1948', ''),
('cts', 'post_cts.repair.setup_buffers', '0', ''),
('final_layout', 'final_cell_area', '4910', 'µm²'),
('power_and_ir_drop', 'power_density', '358', 'nW/µm²'),
('critical_path', 'worst_ep_arrival_time', '0.93', 'ns'),
('yosys', 'syn_inst', '149', ''),
('place', 'post-dp-hpwl', '8300', 'µm'),
('critical_path', 'buffers_inverters_on_critical_path', '1', ''),
('cts', 'cts_htree_levels', '1', ''),
('place', 'gp_routability_congestion', '0.766', ''),
('global_routing', 'grt_first_pass_wirelength', '13000', 'µm'),
('yosys', 'yosys-stat-cells', '149', ''),
('timing', 'setup_tns', '0', 'ns'),
('power_and_ir_drop', 'post-layout-total-power', '0.00176', 'W'),
('global_routing', 'antenna_violations_before_repair', '0', ''),
('floorplan', 'die_h', '163', 'µm'),
('power_and_ir_drop', 'vdd_ir_drop_max', '1.56', 'mV'),
('route', 'wl_met2', '4490', 'µm'),
('critical_path', 'worst-path-stages', '2', ''),
('timing', 'min_setup_slack_post_route', '0.279', 'ns'),
('route', 'wirelength_met1', '3610', 'µm');
-- state kept, by name, summed over array words and instances, names as in the netlist --
signal / count
dataOut: 108
address_out: 12
state: 4
out_ready: 1
-- layer usage --
metal  GRT usage, %  vias to the layer above
met5              0                        -
met4         0.0820                        0
met3           2.98                        0
met2           11.4                      141
met1           7.29                      864
li1               -                      943
-- worst min-delay path by stage --
stage                    start               end  slack, ns  depth (start not counted)
CTS           state[1]$_DFF_P_  state[3]$_DFF_P_       0.48                          1
finish        state[1]$_DFF_P_  state[3]$_DFF_P_       0.48                          1
global route  state[1]$_DFF_P_  state[3]$_DFF_P_       0.51                          1
-- cell type report --
type                       instances  area (µm²)
fill                            2171       15300
timing repair buffer             247        2460
sequential                       125        1900
tap                              270         338
multi-input combinational         21         130
clock buffer                       3        75.1
inverter                           1        3.75
-- cells by family after synthesis --
family,synth area share (%)
buffers and inverters,0.920
AND-OR/OR-AND,0.490
flip-flops,3.93
latches,89.2
other,0.184
AND/OR/NAND/NOR,5.40
-- power breakdown --
part	switching (W)	internal [W]	total (W)
Combinational	0.000176	0.000488	0.000664
Clock	0.000102	0.000464	0.000566
Sequential	0.0000213	0.000505	0.000526
Total	0.000299	0.00146	0.00176
-- cells in the final DEF, fill, tap and decap left out, drive strengths merged --
cell type / n
o21ai: 1
nand2: 1
a21oi: 1
clkbuf: 3
and3b: 1
nor2b: 1
nor4: 1
clkdlybuf4s50: 244
nor2: 1
and2: 12
conb: 1
dfxtp: 4
dlxtn: 121
buf: 3
nand2b: 1
inv: 1
-- per-stage QoR --
| stage | std cells | utilization, % | hold slack, ns |
|---|---|---|---|
| 2_1_floorplan | 149 | - | 0.289 |
| 3_3_place_gp | 664 | 24.0 | 0.460 |
| 3_5_place_dp | 664 | 24.0 | 0.471 |
| 4_1_cts | 667 | 24.3 | 0.483 |
| 5_1_grt | 667 | 24.3 | 0.506 |
| 6_report | 667 | 24.3 | 0.481 |
Power figures rest on the tool's default switching activity, not on a simulated workload.

`flow/design.v`:
```
module cnvcp(
input clk,
input rst,
input  target_ready,
input  source_valid,
output reg ready,
output reg valid,
input [107:0] dataIn,
output reg [31:0] dataOut
);
reg [3:0] k[8:0];
reg [7:0] p[8:0];
reg [31:0] out;
reg [1:0] state;
localparam IDLE=2'b00, READING=2'b01, WRITING=2'b10, COMPUTING=2'b11;
always@(state)
begin
  case(state)
     IDLE:
           begin
             ready <= 1;
             valid <= 0;
           end
     READING:
            begin
	      ready <= 0;
              valid <= 0;
            end
     COMPUTING:
            begin
	      ready <= 0;
              valid <= 0;
            end
     WRITING:
          begin
	     valid <= 1;
             ready <= 0;
          end 
  endcase
end
always@(posedge clk)
begin
 if(rst)
   begin
     state<=IDLE;
     valid <= 0;
     ready <= 1;
   end
 else
   begin
     case(state)
       IDLE:
           begin
                if(source_valid)
                 state <= READING;
           end
       READING:
            begin
	       k[0] <=  dataIn[107:104];  
	       k[1] <= dataIn[103:100];  
	       k[2] <= dataIn[99:96];  
	       k[3] <= dataIn[95:92];
 	       k[4] <= dataIn[91:88];  
	       k[5] <= dataIn[87:84];  
	       k[6] <= dataIn[83:80];
  	       k[7] <= dataIn[79:76];
 	       k[8] <= dataIn[75:72];
               p[0] <= dataIn[71:64];  
	       p[1] <= dataIn[63:56]; 
	       p[2] <= dataIn[55:48];  
	       p[3] <= dataIn[47:40];
 		p[4] <= dataIn[39:32];  
   		p[5] <= dataIn[31:24];  
		p[6] <= dataIn[23:16];  
		p[7] <= dataIn [15:8];
 		p[8] <= dataIn[7:0];
               state <= COMPUTING;	
            end
       COMPUTING:
            begin
	      out <= (k[0]*p[0]) + (k[1]*p[1]) + (k[2]*p[2]) +  (k[3]*p[3]) + (k[4]*p[4]) + (k[5]*p[5]) + (k[6]*p[6]) + (k[7]*p[7]) + (k[8]*p[8]); 
                            dataOut <= out;
             if(target_ready)
             begin
              dataOut <= out;
             state <= WRITING;
             end
            end
       WRITING:
          begin
             if(~target_ready)
               state <= IDLE;		
          end 
     endcase
   end
end
endmodule
```
`flow/run.sh`:
```
#!/bin/bash
# OpenROAD 26Q1-2900-gdf79404cd8, Yosys 0.63+post, stock flow scripts
make -C /OpenROAD-flow-scripts/flow DESIGN_CONFIG=/design/flow/config.mk WORK_HOME=/design/flow/orfs finish
```
`flow/config.mk`:
```
export PLATFORM = sky130hd
export DESIGN_NAME = cnvcp
export DESIGN_NICKNAME = cnvcp
export VERILOG_FILES = /design/flow/design.v
export SDC_FILE = /design/flow/constraint.sdc
export NUM_CORES = 4
export LEC_CHECK = 1
export CORE_UTILIZATION = 40
```
`flow/constraint.sdc`:
```
current_design cnvcp

set clk_period 13.6
set clk_io_pct 0.2

create_clock -name clk0 -period $clk_period [get_ports {clk}]

set non_clock_inputs [all_inputs -no_clocks]
set_input_delay [expr $clk_period * $clk_io_pct] -clock clk0 $non_clock_inputs
set_output_delay [expr $clk_period * $clk_io_pct] -clock clk0 [all_outputs]
```
==> job_summary.md <==
### Yosys + OpenROAD results

| Metric | Value |
|---|---|
| Post-synth seq share | `between 30% and 40%` |
| Row count | `between 60 and 70` |
| Yosys adder share | `44.9%` |
| Crit path max fanout | `8` |
| Most frequent CP cell | `fa_1` |
| Slew margin rel. | `54.3%` |
| Ys flops | `144` |
| Mapped cell area | `about 14,000 um^2` |
| Top comb family, area | `adder cells` |
| Floorplan Utilization | `between 40% and 50%` |
| Dominant cell type by area after synthesis | `fa_1` |
| Starting DRT DRC Count | `a little under 300` |
| CTS tree | `done` |
| Core ar. | `33,800 um^2` |
| Die x size | `188 um` |
| Crit path time final | `between 6 and 7 ns` |
| Clock Path Buffers | `2` |
| Mean Syn Cell Area | `approximately 12 um^2` |
| Log Warnings | `27` |
| Clk latency of the worst-skew pair | `0.44 ns` |
| Layout Utilization | `48.0%` |
| Final slew viol count | `0` |
| Clock sinks | `approximately 140` |
| Vias in the first global route | `approximately 8,400` |
| Drt wl/cell | `around 15 um` |
| Total gr overflow | `0` |
| Routed Antenna Nets | `0` |
| Cycle use final | `just under 50%` |
| Post-synthesis async set-or-reset flop share | `0%` |
| Top-area cell share | `about 38%` |
| Detailed-route via count | `a little under 8,000` |
| FF/Latch Area | `around 4300 um^2` |
| Setup Skew | `between 0.01 and 0.015 ns` |
| Post-Route Setup TNS | `0 ns` |
| Top cells by area | `fa_1, edfxtp_1, inv_1` |
| Crit path capture type | `flip-flop` |
| Tightest Pin Transition | `0.686 ns` |
| Final worst slack | `7.00 ns` |
| Max cap viols | `0` |
| Final Hold Viols | `0` |
| Commonest Layout Cell | `inv_1` |
| CTS Buf Count | `17` |
| DRC viols | `0` |
| First-pass DRT Iterations | `4` |
| Area growth, synth to finish | `16.9%` |
| Worst setup SP type | `flip-flop` |
| Ant diodes | `0` |
| GRT Total Usage | `about 18%` |
| First-pass GRT wire length | `around 44 mm` |
| Die Ht | `188 um` |
| Chip area | `between 30,000 and 40,000 um^2` |
| Post-Synth AOI/OAI Area | `roughly 1.5%` |
| Distinct cells, synth | `about 41` |
| Cells after Synth | `between 1,000 and 1,500` |
| Final setup vio count | `0` |
| # hold bufs at CTS | `0` |
| Post-cts sizing count | `0` |
| CP max stage delay | `between 0.5 and 0.6 ns` |
| Simple share | `about an eighth` |
| Dominant flop cell | `edfxtp_1` |
| Initial antenna violation count | `0` |
| XOR-XNOR Cells, Area Fraction | `0.442%` |
| Placed insts | `approximately 1,800` |
| I/O Pins | `146` |
| Post-Route WL | `around 27 mm` |
| Via-to-Cell Ratio | `4.35` |
| CTS clk-pin slew, worst paths | `0.06 ns` |
| Unrepaired setup endpoints after global routing | `false` |
| Post-synth mux share | `0.144%` |
| Setup CP Type | `reg2reg` |
| Layout fillers | `approximately 3,100` |
| Most numerous logic cells after layout | `inv_1, fa_1, and2_1` |
| # Cells Yosys | `about 1,200` |
| Fmax | `between 150 and 200 MHz` |
| Routability cong. | `slightly above 0.9` |
| Data required, critical path | `about 14 ns` |
| Syn. warnings | `7` |
| Status | `finished, final reports clean` |
| Setup WS pre-CTS | `7.00 ns` |
| Detailed Place HPWL | `~24 mm` |
| Non-Filler Instances | `roughly 1,800` |
| Hold crit path type | `reg2reg` |
| IO Port Bufs | `between 100 and 150` |
| H-tree level count | `4` |
| Worst endpoint data arrival time | `between 6 and 7 ns` |
| Chip area in the Yosys report | `13,900 um^2` |
| Largest net degree at the start of global routing | `56` |
| Root buffer cell | `clkbuf_16` |
| Logic area | `between 8000 and 9000 um^2` |
| Number of setup buffers added after CTS | `0` |
| CP max-delay cell | `fa_1` |
| Worst path cell trace | `and2_1, fa_1, inv_1, fa_1, inv_1, fa_1, inv_1, fa_1, fa_1, inv_1, fa_1, inv_1, fa_1, inv_1, fa_1, fa_1, a211oi_1, o21ai_0, a311oi_1, o21bai_1` |
| Share of cells above drive strength 1 | `3.19%` |
| Post-synth EDFFs | `~140` |
==> final timing paths <==
path           start         end  slack [ns]  cells after the start
max          k[0][3]     out[15]        7.00                     20
max reg2reg  k[0][3]     out[15]        7.00                     20
min           out[2]  dataOut[2]        0.42                      0
min reg2reg   out[2]  dataOut[2]        0.42                      0
==> critical path, delay by kind of cell (launching register included) <==
kind	cells	cell delay, ns
AND/OR/NAND/NOR	1	0.21
AND-OR/OR-AND	4	0.89
buffers and inverters	6	0.31
adder cells (fa/ha/maj)	9	4.48
flip-flops	1	0.47
==> metal layers <==
layer	wire length (um)	track usage [%]
met5	0	0
met4	291	1.50
met3	1840	5.27
met1	12300	29.3
met2	12400	25.8
==> cells by family (layout without fill, tap and decap cells) <==
| group | after synthesis | in the layout |
|---|---|---|
| buffers and inverters | 339 | 481 |
| XOR/XNOR | 7 | 7 |
| AND/OR/NAND/NOR | 324 | 324 |
| AND-OR/OR-AND | 31 | 31 |
| flip-flops | 144 | 144 |
| adder cells (fa/ha/maj) | 340 | 340 |
| other | 2 | 18 |
| multiplexers | 2 | 2 |
==> final cells by class <==
class / count / share of cell area [%]
Multi-Input combinational cell: 722 / 51.3
Sequential cell: 144 / 26.4
Timing Repair Buffer: 130 / 7.98
Inverter: 319 / 7.38
Tap cell: 448 / 3.46
Clock buffer: 20 / 2.82
Clock inverter: 12 / 0.687
==> cells in the mapped netlist (2+ instances only) <==
cell type,n
a21o_1,3
nor2b_1,5
mux2i_1,2
buf_4,18
dfxtp_1,4
or2_2,2
fa_1,263
edfxtp_1,140
o21bai_1,3
nor2_1,7
o21ai_0,6
conb_1,2
xnor2_1,6
a21oi_1,9
ha_1,77
a211oi_1,2
or4_1,2
nand2_1,119
and3_1,2
inv_1,319
nand3_1,5
nor3_1,3
and2_1,172
==> flip-flops by register name, summed over array words and instances, names as in the netlist <==
register / flops
dataOut: 16
state: 4
p: 72
out: 16
k: 36
==> per-stage QoR <==
stage	hold slack, ns	instance area, um^2
final	0.415	16200
after global routing	0.421	16200
after CTS	0.416	16200
after detailed placement	0.405	15600
after global placement	0.405	15600
after floorplan	0.400	13900
